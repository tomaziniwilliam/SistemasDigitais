===== design/flow/config.mk =====
export PLATFORM = sky130hd
export DESIGN_NAME = piscaleds
export DESIGN_NICKNAME = piscaleds
export VERILOG_FILES = /design/flow/design.v
export SDC_FILE = /design/flow/constraint.sdc
export NUM_CORES = 4
export LEC_CHECK = 1
export CORE_UTILIZATION = 30

===== design/flow/constraint.sdc =====
current_design piscaleds

set clk_period 11.5
set clk_io_pct 0.2

create_clock -name clk0 -period $clk_period [get_ports {CLOCK_50}]

set non_clock_inputs [all_inputs -no_clocks]
set_input_delay [expr $clk_period * $clk_io_pct] -clock clk0 $non_clock_inputs
set_output_delay [expr $clk_period * $clk_io_pct] -clock clk0 [all_outputs]

===== design/flow/design.v =====
module piscaleds(
		input CLOCK_50,
		input [3:0] KEY,  
		output [7:0]LEDG  
	);
	reg [25:0] contador = 0;
	reg [7:0] l = 0;
	reg [3:0] cont = 1;
	assign LEDG = l;
	always @(posedge CLOCK_50) begin
		contador = contador + cont;
		if(contador == 50000000) begin
			contador = 0;
			l = ~l;
		end
		if(KEY == 14) begin
			contador = 0;
			cont = 1;
		end
		if(KEY == 13) begin
			contador = 0;
			cont = 2;
		end
		if(KEY == 11) begin
			contador = 0;
			cont = 4;
		end
		if(KEY == 7) begin
			contador = 0;
			cont = 8;
		end
	end
endmodule 

===== design/flow/run.sh =====
#!/bin/bash
# OpenROAD 26Q1-2900-gdf79404cd8, Yosys 0.63+post, stock flow scripts
make -C /OpenROAD-flow-scripts/flow DESIGN_CONFIG=/design/flow/config.mk WORK_HOME=/design/flow/orfs finish

==> impl_metrics.tcl <==
# implementation run metrics
set metrics [dict create \
    drt-total-wl_um 3540 \
    wl_met2_um 1490 \
    chipArea_um2 7080 \
    cts_resized 0 \
    setup_tns_ps 0 \
    ys_sh_mux 0 \
    startpoint_type "input port" \
    total_leakage_power_nw 0.803 \
    clk_path_buf_depth 2 \
    cp_cell_sequence "clkdlybuf4s50_1, maj3_1, nand3_1, o21ai_1, buf_4, nor3_1" \
    core_area_um2 6420 \
    fill_cells 634 \
    log.warning_count 25 \
    syn_inst 225 \
    adder_share 0.0395 \
    logic_family "simple AND/OR/NAND/NOR gates" \
    dp_hpwl_um 2420 \
    highest_layer "met4" \
    grt_pass1_wl_um 6230 \
    ys_cells 225 \
    layout_top_cell "dfxtp_1" \
    avgSynthCellArea_um2 9.00 \
    netlist_area_um2 2030 \
    die_y_um 84.2 \
    area_leaders "dfxtp_1, edfxtp_1, xor2_1" \
    antenna_found_initial 0 \
    hp-start "cont[2]" \
    synth.cellmix.compoundShare 0.111 \
    io_pins 13 \
    fp_util 0.315 \
    vdd_ir_drop_max_mv 0.0703 \
    drt-met1-wl_um 1910 \
    drtIter0Drc 77 \
    hold_depth 2 \
    clk_pin_slew_ps 70 \
    vias_per_cell 4.87 \
    clockPowerShare 0.363 \
    grt_usage 0.109 \
    rows 29 \
    simple_gate_area_frac 0.261 \
    numSynthFlops 38 \
    hold_path_class "reg2reg" \
    top_cell_area_share 0.296 \
    postRouteAntennaNets 0 \
    mostFrequentLayoutCells "dfxtp_1, nor2_1, nand3_1" \
    firstDrtPassIters 4 \
    p_sw_uw 100 \
    gp_congestion 0.790 \
    layout-drive-gt1-share 0.0726 \
    criticalPathCategory "in2reg" \
    drc_errors 0 \
    finalSetupViolCount 0 \
    area_growth_pct 14.3 \
    max-cap-violations 0 \
    dieWidth_um 84.2 \
    synth_cell_type_count 46 \
    p_total_uw 364 \
    reg2reg_depth 10 \
    period_used_share 0.319 \
    crit_path_end_kind "flip-flop" \
    arrival_ps 3880 \
    grt_pass1_vias 1377 \
    portBuffers 12 \
    post_cts_buffers 0 \
    tightest_slew_ps 604 \
    cts_hold_buf 0 \
    power.density_nw_per_um2 157 \
    cts_tree "done" \
    cts_sinks 38 \
    combinationalPowerShare 0.207 \
    rsz0062_at_grt "no" \
    max_stage_delay_ps 560 \
    top_area_cell "dfxtp_1" \
    wl_met3_um 109 \
    p_seq_frac 0.430 \
    post_drt_wl_per_cell_um 11.4 \
    cts_buffers 5 \
    cp_max_fo 26 \
    htreeDepth 2 \
    antenna_cells 0 \
    cts_root_buffer "clkbuf_8" \
    max_freq_mhz 273 \
    yosysWarnings 1 \
    finalClockSkew_ps 5.10 \
    slew_viol_final 0 \
    hold_viol 0 \
    period_needed_ps 3660 \
    slowest_stage "clkdlybuf4s50_1" \
    yosys-stat-area_um2 2030 \
    grt_max_degree 27 \
    crit_required_ps 11710 \
    insertion_delay_ps 290 \
    vias 1516 \
    synth_seq_share 0.415 \
    relSlewSlack 0.596 \
    internal_power_uw 264 \
    hold-path-endpoint "cont[2]" \
    grt_overflow 0 \
    synthXorXnorAreaFrac 0.108 \
    r2r_setup_slack_ps 8000 \
    crit-reg2reg-capture "l[0]" \
    timing.rr.start "cont[0]" \
    swShare 0.275 \
    outcome "finished clean" \
]
-- power groups by stage --
stage	Combinational, mW	Clock, mW	Sequential [mW]
6_report	0.0756	0.132	0.157
5_1_grt	0.0855	0.142	0.159
4_1_cts	0.0761	0.135	0.157
-- layer usage --
metal  vias to the layer above  GRT usage
li1                        800          -
met4                         0    0.00940
met3                         5     0.0259
met2                        15      0.163
met1                       696      0.172
met5                         -          0
-- synthesized netlist by cell type (all sizes together) --
library cell,count
dfxtp,30
nor2,21
nand3,17
inv,14
xor2,14
o21ai,13
nor3,12
xnor2,11
nand2,10
a21oi,9
edfxtp,8
and3,7
buf,7
clkbuf,7
and2,4
ha,4
nand4,4
nor2b,4
a31oi,3
and4,3
nand2b,2
nand4b,2
nor3b,2
o22ai,2
a2111oi,1
a211oi,1
a221oi,1
a311o,1
and4b,1
fa,1
maj3,1
nand3b,1
nand4bb,1
nor4,1
nor4b,1
nor4bb,1
o2111ai,1
o31ai,1
or3b,1
-- worst max-delay path by stage --
stage	startpoint	end	slack [ps]	depth (start not counted)
6_report	KEY[3]	contador[12]	7840	6
5_1_grt	KEY[3]	contador[12]	7680	6
4_1_cts	KEY[3]	contador[4]	7840	6
-- worst max-delay path, delay by kind of cell --
kind,cells,cell delay (ps)
buffers and inverters,2,790
adders and majority gates,1,430
and+or+nand+nor,2,290
AOI/OAI and AO/OA,1,70
-- through the flow --
step / utilization / cells / setup WS [ps] / instance area [um2] / hold WS, ps
3_5_place_dp: 0.340 / 303 / 7540 / 2180 / 487
3_3_place_gp: 0.340 / 303 / 7580 / 2180 / 480
6_report: 0.361 / 311 / 7840 / 2320 / 493
5_1_grt: 0.361 / 311 / 7680 / 2320 / 532
4_1_cts: 0.361 / 311 / 7840 / 2320 / 499
2_1_floorplan: - / 225 / 7940 / 2030 / 447
-- flip-flops by register name (all words and copies together) (netlist names) --
name / cells
contador: 26
cont: 4
l: 8
-- cell type report --
class	count	area [um2]	share of cell area
multi-input combinational	159	1050	0.454
sequential	38	841	0.363
timing repair buffer	15	143	0.0616
tap	77	96.3	0.0416
clock buffer	5	68.8	0.0297
clock inverter	3	63.8	0.0276
inverter	14	52.6	0.0227
-- kinds of logic after synthesis --
| group | after synthesis |
|---|---|
| xor gates and xnor gates | 25 |
| adders and majority gates | 6 |
| and+or+nand+nor | 95 |
| buffers and inverters | 28 |
| AOI/OAI and AO/OA | 33 |
| DFF | 38 |
Power and IR drop assume default switching activity.
