### flow/design.v
module VGA(
 input CLOCK_50,
 output [3:0] VGA_R,
 output [3:0] VGA_G,
 output [3:0] VGA_B,
 output [3:0] LEDG,
 output VGA_HS,
 output VGA_VS
);
reg [30:0] h_count = 0;
reg [30:0] v_count = 0;
reg [3:0] R;
reg [3:0] G;
reg [3:0] B;
assign LEDG = 4'b1111;
assign VGA_HS = ~(h_count < 190);
assign VGA_VS = ~(v_count < 2);
wire [12:0] x;
wire [12:0] y;
assign x = h_count - 285;
assign y = v_count - 35;
wire q = (x > 0) & (x < 1300) & (y > 0) & (y < 505);
wire [11:0] Ponto1X = 200;
wire [11:0] Ponto1Y = 100;
wire [11:0] Ponto2X = 500;
wire [11:0] Ponto2Y = 300;
wire [11:0] Ponto3X = 500;
wire [11:0] Ponto3Y = 100;
wire [11:0] PontoTX;
wire [11:0] PontoTY;
assign PontoTX = x;
assign PontoTY = y;
wire Dentro;
TesteTriangulo A(Ponto1X, Ponto1Y, Ponto2X, Ponto2Y, Ponto3X, Ponto3Y, PontoTX, PontoTY, Dentro);
wire visible;
assign visible = (v_count > 35) & (v_count < 515) & (h_count > 285) & (h_count < 1505);
assign VGA_R = visible ? R : 0;
assign VGA_G = visible ? G : 0;
assign VGA_B = visible ? B : 0;
always @(posedge CLOCK_50) begin
 if(h_count == 1585) begin
 h_count <= 0;
 if(v_count == 525) begin
 v_count <= 0;
 end
 else begin
 v_count <= v_count + 1;
 end
 end
 else begin
 h_count <= h_count + 1;
 end
end
always@(*) begin
	if(Dentro) begin
	R <= 4'hf;
	G <= 4'h0;
	B <= 4'h0;
	end
	else begin
	R <= 4'hf;
	G <= 4'hf;
	B <= 4'hf;
	end
end
endmodule
module sinal (
 input [11:0] Ponto1X,
 input [11:0] Ponto1Y,
 input [11:0] Ponto2X,
 input [11:0] Ponto2Y,
 input [11:0] PontoTX,
 input [11:0] PontoTY,
 output Dentro
 );
 wire signed [11:0] Subtracao1;
 wire signed [11:0] Subtracao2;
 wire signed [11:0] Subtracao3;
 wire signed [11:0] Subtracao4;
 wire signed [22:0] Multiplicacao1;
 wire signed [22:0] Multiplicacao2;
 wire signed [22:0] Subtracao5;  
 assign Subtracao1 = PontoTX - Ponto2Y;
 assign Subtracao2 = Ponto1Y - Ponto2Y;
 assign Subtracao3 = Ponto1X - Ponto2X;
 assign Subtracao4 = PontoTY - Ponto2Y;
 assign Multiplicacao1 = Subtracao1 * Subtracao2;
 assign Multiplicacao2 = Subtracao3 * Subtracao4;
 assign Subtracao5 = Multiplicacao1 - Multiplicacao2;
 assign sinal = (Subtracao5 >= 0) ? 1 : 0;  
endmodule
module TesteTriangulo (
 input [11:0] Ponto1X,
 input [11:0] Ponto1Y,
 input [11:0] Ponto2X,
 input [11:0] Ponto2Y,
 input [11:0] Ponto3X,
 input [11:0] Ponto3Y,
 input [11:0] PontoTX,  
 input [11:0] PontoTY,  
 output dentro
 );
 wire sinal1;
 wire sinal2;
 wire sinal3;
 sinal S1(Ponto1X, Ponto1Y, Ponto2X, Ponto2Y, PontoTX, PontoTY, sinal1);
 sinal S2(Ponto2X, Ponto2Y, Ponto3X, Ponto3Y, PontoTX, PontoTY, sinal2);
 sinal S3(Ponto3X, Ponto3Y, Ponto1X, Ponto1Y, PontoTX, PontoTY, sinal3);
 assign dentro = (sinal1 == 1 && sinal2 == 1 && sinal3 == 1) ? 1:0;
endmodule
module Teste;
 reg [11:0] Ponto1X;
 reg [11:0] Ponto1Y;
 reg [11:0] Ponto2X;
 reg [11:0] Ponto2Y;
 reg [11:0] Ponto3X;
 reg [11:0] Ponto3Y;
 reg [11:0] PontoTX;
 reg [11:0] PontoTY;
 wire Dentro;
 TesteTriangulo A(Ponto1X, Ponto1Y, Ponto2X, Ponto2Y, Ponto3X, Ponto3Y, PontoTX, PontoTY, Dentro);
endmodule
### flow/run.sh
#!/bin/bash
# OpenROAD 26Q1-2900-gdf79404cd8, Yosys 0.63+post, stock flow scripts
make -C /OpenROAD-flow-scripts/flow DESIGN_CONFIG=/design/flow/config.mk WORK_HOME=/design/flow/orfs finish
### flow/config.mk
export PLATFORM = sky130hd
export DESIGN_NAME = VGA
export DESIGN_NICKNAME = VGA
export VERILOG_FILES = /design/flow/design.v
export SDC_FILE = /design/flow/constraint.sdc
export NUM_CORES = 4
export LEC_CHECK = 1
export CORE_UTILIZATION = 30
### flow/constraint.sdc
current_design VGA

set clk_period 4.7
set clk_io_pct 0.2

create_clock -name clk0 -period $clk_period [get_ports {CLOCK_50}]

set non_clock_inputs [all_inputs -no_clocks]
set_input_delay [expr $clk_period * $clk_io_pct] -clock clk0 $non_clock_inputs
set_output_delay [expr $clk_period * $clk_io_pct] -clock clk0 [all_outputs]
==> flow_summary.toml <==
# yosys + openroad results
[outcome]
status = "finished, final reports clean"

[worst_setup_path]
regToRegStartpoint = "h_count[13]$_SDFF_PN0_"
startpoint_type = "flop"
required_ns = 3.76
cp.arrival_ns = 2.51
worstRegToRegCells = 3
r2r_slack_ns = 2.73
end_kind = "output port"
reg2reg_to = "v_count[14]$_SDFFCE_PN0N_"
crit_fanout = 5
criticalPathCategory = "flop to output port"

[grt]
grt_overflow_total = 0
grt_pass1_vias = 2202
grt_max_degree = 22
antenna_found_initial = 0
grt_pass1_wl_microns = 10300
grt_use_total_pct = 11.4

[logic_synthesis]
mux_share_pct = 0
simple_gate_share_pct = 28.1
avgSynthCellArea_sq_um = 10.3
xor_share_pct = 15.2
yosysWarningCount = 5
adder_share_pct = 1.50
synthCells = 325
top_logic_kind = "simple AND/OR/NAND/NOR gates"
synth_cell_types = 41
compound_area_share_pct = 1.73
ys_ff = 62
ys_chip_area_sq_um = 3330
postSynthSeqShare_pct = 46.6
yosysCellCount = 325
synthesis.area_sq_um = 3330

[power]
switching_share_pct = 19.5
p_int_uw = 854
combPwrFrac_pct = 0
clkPwrFrac_pct = 47.1
p_leak_uw = 0.00128
peakVddDrop_uv = 126
p_per_area_nw_per_um2 = 291
p_sw_uw = 207
finalPower_uw = 1060
pwr-share-seq_pct = 52.9

[sta]
clock_skew_ns = 0.0112
hold_viol_final = 0
tightest_slew_ns = 0.646
maxSlewViolCount = 0
period_needed_ns = 3.45
fin_crit_sh_pct = 73.4
fmax_mhz = 290
setup_ws_ns = 1.25
whs_ns = 0.471
finalSetupViolCount = 0
relSlewSlack_pct = 56.6
rsz0062_at_grt = "false"
setup-tns-final_ns = 0

[cts]
clkTransAtPathRegs_ns = 0.07
cts_buffer_depth = 2
cts_tree = "yes"
clock-sinks = 62
clock.latency.late_pin_ns = 0.34
postCtsHoldBufs = 0
htree_levels = 3
cts_setup_buffers = 0
clock_tree.root_cell = "clkbuf_8"
postCtsResizedCells = 0
cts_buffers = 9

[min_path]
worstHoldPathType = "flop to flop"
hold_path.startpoint = "h_count[30]$_SDFF_PN0_"
min_delay_path_depth = 1
min_to = "h_count[30]$_SDFF_PN0_"

[flow_run]
openroad.warnings = 27
maxCapViolCount = 0

[floorplanning]
die-width_microns = 107
core_sq_um = 10800
core_util_floorplan_pct = 30.7
ios = 19
die_height_microns = 107
die_area_sq_um = 11500
row_count = 38

[detailed_routing]
diodes = 0
wire_per_inst_microns = 12.4
via_count = 2308
drt_first_iter_violations = 109
dr.pass1.iters = 6
antenna_left = 0
viasPerCell = 4.88
drc = 0
totalWireLength_microns = 5860

[placement]
dp_hpwl_microns = 4130
gp_congestion = 0.819
place.port_buffers = 6
post-place-ws_ns = 1.61

[final_layout]
area_growth_pct = 9.58
most-common-layout-cells = "xnor2_1 (43), dfxtp_1 (31), edfxtp_1 (31)"
drive_gt1_share_pct = 9.31
lay_top_count = "xnor2_1"
post-route-util_pct = 33.7
[flip-flops by register name, summed over array words and instances (netlist names)]
signal and count:
h_count 31, v_count 31
[critical path, cell delays in order, from the launching register on]
cell,delay (ns)
dfxtp_1,0.34
or4_1,0.65
a21oi_1,0.15
nor4bb_1,0.19
and4_1,0.33
clkdlybuf4s50_1,0.50
[power by group through the flow]
stage | combinational, uW | clock (uW) | sequential, uW
4_1_cts | 0.313 | 516 | 562
5_1_grt | 0.601 | 542 | 561
6_report | 0.178 | 499 | 562
[worst max path at each step]
stage | start | to | slack [ns] | cells past startpoint
after CTS | h_count[13]$_SDFF_PN0_ | VGA_R[1] | 1.23 | 5
after global routing | h_count[13]$_SDFF_PN0_ | VGA_R[0] | 1.06 | 5
final | h_count[13]$_SDFF_PN0_ | VGA_R[1] | 1.25 | 5
[logic make-up after synthesis]
family | after synthesis
adder cells (fa/ha/maj) | 4
other | 2
AND-OR/OR-AND | 8
flip-flops | 62
XOR/XNOR | 58
buffers and inverters | 36
AND/OR/NAND/NOR | 155
[Yosys cell counts]
cell type  count  share of area, %
nand4_1       21               3.9
and4bb_2       1              0.38
nand4_4        1              0.64
clkbuf_8       1              0.41
buf_2          4              0.60
a211oi_1       1              0.23
nor4_2         1              0.38
nand4_2        1              0.38
buf_6          1              0.34
o32ai_1        1              0.26
nor4bb_1       1              0.30
nor3_1        13               2.0
and4_2         2              0.60
xor2_1        15               3.9
ha_1           4               1.5
nor4_4         3               1.9
or2_2          1              0.19
o21ai_0        2              0.30
nand2_1       15               1.7
clkbuf_2       3              0.45
nand3_1       25               3.8
xnor2_1       43                11
clkbuf_1       1              0.11
nand2_4        1              0.34
nand3_2        2              0.60
and3_1         7               1.3
nor2_1        29               3.3
or3_1          2              0.38
a31o_2         1              0.26
buf_4         16               3.6
nor4_1        14               2.6
a211o_1        1              0.26
or4_1          3              0.68
a21oi_1        1              0.15
dfxtp_1       31                19
inv_1         10               1.1
and4_1         7               1.8
conb_1         2              0.23
a32oi_1        1              0.26
edfxtp_1      31                28
and2_1         5              0.94
[area by class of cell]
| cell class | instances | area (sq um) |
|---|---|---|
| timing repair buffer | 8 | 75.1 |
| clock buffer | 12 | 166 |
| inverter | 10 | 37.5 |
| fill | 1087 | 7190 |
| clock inverter | 4 | 48.8 |
| multi-input combinational | 237 | 1600 |
| sequential | 62 | 1550 |
| tap | 140 | 175 |
[layer usage]
layer | vias up | wire length [microns] | GRT usage, %
li1 | 1156 | - | -
met1 | 1082 | 2800 | 16.9
met2 | 64 | 2590 | 16.5
met3 | 6 | 396 | 4.38
met4 | 0 | 65 | 1.86
met5 | - | 0 | 0
[through the flow]
step,instances,instance area [sq um]
2_1_floorplan,335,3370
3_3_place_gp,457,3440
3_5_place_dp,457,3440
4_1_cts,473,3650
5_1_grt,473,3650
6_report,473,3650
Power is estimated from default activity; no workload was simulated.
